<file path="./run.sh">
#!/bin/bash
# OpenROAD 26Q1-2900-gdf79404cd8, Yosys 0.63+post, stock flow scripts
make -C /OpenROAD-flow-scripts/flow DESIGN_CONFIG=/design/flow/config.mk WORK_HOME=/design/flow/orfs finish
</file>
<file path="./config.mk">
export PLATFORM = sky130hd
export DESIGN_NAME = REGISTER
export DESIGN_NICKNAME = REGISTER
export VERILOG_FILES = /design/flow/design.v
export SDC_FILE = /design/flow/constraint.sdc
export NUM_CORES = 4
export LEC_CHECK = 1
export CORE_AREA = 10 10 104 104
export DIE_AREA = 0 0 114 114
export SYNTH_HDL_FRONTEND = slang
</file>
<file path="./constraint.sdc">
current_design REGISTER

set clk_period 1.0
set clk_io_pct 0.2

create_clock -name clk0 -period $clk_period [get_ports {clk}]

set non_clock_inputs [all_inputs -no_clocks]
set_input_delay [expr $clk_period * $clk_io_pct] -clock clk0 $non_clock_inputs
set_output_delay [expr $clk_period * $clk_io_pct] -clock clk0 [all_outputs]
</file>
<file path="./design.v">
module REGISTER #(parameter DataWidth =32) (
    input wire [DataWidth-1:0] WRData,
    input wire                 WREnable,
    input wire                 clk,
    input wire                 RST,
    output reg [DataWidth-1:0] REData
);
always @(posedge clk or negedge RST ) begin
    if (!RST) begin
        REData<='b0;
    end else begin
        if (WREnable==1'b1) begin
            REData<=WRData;
        end
    end
end
endmodule
</file>
==> ci_impl_report.md <==
## Synthesis and layout report

| Metric | Value |
|---|---|
| Period utilisation layout | `98.5%` |
| Final ANT Viol Nets | `0` |
| CTS tree | `built` |
| Worst slew pin tran | `0.483 ns` |
| Hpwl dp | `2580 µm` |
| Final Max Slew Viols | `0` |
| Clock latency at the later pin of the worst-skew pair | `0.27 ns` |
| Initial antenna violation count | `0` |
| Antenna diodes | `0` |
| Area grow syn2layout | `60.7%` |
| Ys cells | `68` |
| Core box area | `0.00868 mm²` |
| Largest regs | `REData: 32 flops` |
| Worst VDD drop | `412 µV` |
| GRT Total Usage | `5.20%` |
| Worst hold margin | `0.333 ns` |
| Startpoint class of the critical path | `flop` |
| Post-synthesis instance area | `0.00135 mm²` |
| Synthesis area per yosys | `0.00135 mm²` |
| Max_cap viols | `0` |
| Final setup viols | `0` |
| Drt first pass iters | `4` |
| CP endpoint kind | `output pin` |
| Worst Path Required | `0.80 ns` |
| Pwr dens | `1440 mW/mm²` |
| Die width | `114 µm` |
| First-pass GRT wire length | `5360 µm` |
| Arrival @ worst endpoint | `0.79 ns` |
| RSZ-0062 raised after global routing | `true` |
| Cell Type Count | `5` |
| CP max stage delay | `0.39 ns` |
| Rows | `34` |
| Slowest-stage cell, CP | `dfrtp_1` |
| Post-synthesis sequential area ratio | `59.5%` |
| Via density per instance | `3.23` |
| Num CTS Buffers | `5` |
| Worst hold path class | `input pin to flop` |
| Global placer's final weighted congestion | `0.707` |
| Leak | `1.02 nW` |
| Setup Skew | `0 ns` |
| Power Total | `3.11 mW` |
| Critical path peak fanout | `2` |
| Clk pin slew, worst setup/hold paths | `0.07 ns` |
| Post-layout min period | `0.985 ns` |
| Syn Inst Count | `68` |
| Number of I/O port buffers | `66` |
| IO Pins | `67` |
| H-tree level count | `2` |
| Post-layout util | `24.9%` |
| Ys flops | `32` |
| Tool warnings | `27` |
| Number of remaining DRC errors | `0` |
| Via count | `839` |
| Chip Height | `114 µm` |
| Die Area | `0.0130 mm²` |
| Top cell family by delay on the critical path | `flip-flops` |
| CTS Sinks | `32` |
| Clock buffer depth | `2` |
| Final wirelength | `3410 µm` |
| Largest register FFs | `32` |
| Synthesis Warnings | `0` |
| Fp_density | `15.5%` |
| Vias in the first global route | `953` |
| Crit path buf inv count | `1` |
| Layout cells sized above 1 | `55.3%` |
| Status | `finished clean` |
| Most flops, register | `REData` |
| Avg WL per Cell | `13.1 µm` |
| Largest net degree at the start of global routing | `12` |
| Root Buffer | `clkbuf_8` |
| Hold Fails Final Rpt | `0` |
| CP Class | `flop to output pin` |
| GR Overflow Total | `0` |
| Max_slew headroom | `67.7%` |
| Cells along the critical path | `buf_2` |
| 1st-iter DRT viols | `40` |
| Syn avg cell area | `19.8 µm²` |
| Fmax | `1010 MHz` |
-- cells in the final DEF (no fill, tap or decap), drive strengths merged --
master,instances
buf,46
clkbuf,8
clkdlybuf4s50,32
dfrtp,32
dlygate4sd3,2
mux2,32
-- cell families after synthesis --
| logic type | after synthesis | synth area share [%] |
|---|---|---|
| mux | 32 | 35.2 |
| flops | 32 | 59.5 |
| buf+inv | 4 | 5.30 |
-- final timing paths --
check | cells past startpoint | slack [ns] | endpoint | from
min | 2 | 0.33 | REData[31]$_DFFE_PN0P_ | WREnable
min in group asynchronous | 2 | 0.41 | REData[22]$_DFFE_PN0P_ | RST
max in group asynchronous | 2 | 0.26 | REData[23]$_DFFE_PN0P_ | RST
max | 1 | 0.01 | REData[29] | REData[29]$_DFFE_PN0P_
min reg2reg | 1 | 0.50 | REData[21]$_DFFE_PN0P_ | REData[21]$_DFFE_PN0P_
max reg2reg | 2 | 0.13 | REData[5]$_DFFE_PN0P_ | REData[5]$_DFFE_PN0P_
-- stage by stage --
step                TNS, ns  setup WS [ns]  cell area (µm²)  std cells
floorplan                 0          0.133             1350         68
global placement     -0.231        -0.0254             2170        244
detailed placement   -0.228        -0.0404             2170        244
CTS                 -0.0152       -0.00550             2130        256
global route         -0.440        -0.0331             2160        260
finish                    0         0.0147             2160        260
-- power breakdown --
part           internal (mW)  leakage (nW)  switching (mW)
combinational          0.453         0.603           0.154
clock                  0.561        0.0455           0.453
sequential              1.42         0.374          0.0624
-- cell usage after synthesis --
cell type  instances  area share (%)
dfrtp_1           32              60
buf_12             3             4.5
mux2_2             2             1.7
mux2_4            30              33
buf_6              1            0.84
-- layout make-up --
class	instances	area, µm²
timing repair buffer	80	663
multi-input combinational	32	473
fill	928	6520
tap	108	135
clock buffer	8	90.1
sequential	32	801
-- timing repair --
action                     CTS  global route
gates resized               97             0
setup endpoints to repair   32            31
gates cloned                 0             0
hold buffers                 2             0
setup buffers                2             4
hold endpoints to repair    10             0
-- per-layer routing --
metal / wire length (µm) / vias up / part of all wire, % / GRT usage [%]
met1: 1680 / 384 / 49 / 7.65
met3: 485 / 3 / 14 / 3.46
li1: - / 400 / - / -
met2: 1220 / 52 / 36 / 6.38
met5: 0 / - / 0 / 0
met4: 27 / 0 / 0.79 / 0.334
No activity file was given, so power comes from the tool's default toggle rates.
